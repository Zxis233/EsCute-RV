File: design/flow/design.v
    typedef enum logic [6:0] {
        OPCODE_RTYPE = 7'b0110011,
        OPCODE_ITYPE = 7'b0010011,
        OPCODE_BTYPE = 7'b1100011,
        OPCODE_JAL   = 7'b1101111,
        OPCODE_JALR  = 7'b1100111,
        OPCODE_STYPE = 7'b0100011,
        OPCODE_AUIPC = 7'b0010111,
        OPCODE_LUI   = 7'b0110111,
        OPCODE_LTYPE = 7'b0000011,
        OPCODE_ZICSR = 7'b1110011,
        OPCODE_FENCE = 7'b0001111,
        OPCODE_ZERO  = 7'b0000000
    } opcode_e;
    typedef enum logic [1:0] {
        NONE         = 0,
        STATIC       = 1,
        DYNAMIC_1bit = 2,
        GSHARE       = 3
    } bpu_type_e;
module Dynamic_1bit_Predictor #(
    parameter int unsigned INDEX_BITS = 8,
    parameter int unsigned META_BITS  = 8
) (
    input  logic                 clk,
    input  logic                 rst_n,
    input  logic                 valid_i,
    input  logic [         31:0] pc_i,
    input  logic                 is_branch_instr_i,
    input  logic [          1:0] jump_type_i,
    input  logic [         31:0] imm_i,
    input  logic [         31:0] branch_target_i,
    input  logic                 update_valid_i,
    input  logic [         31:0] update_pc_i,
    input  logic                 update_is_branch_i,
    input  logic                 update_taken_i,
    input  logic [META_BITS-1:0] update_meta_i,
    output logic                 predict_taken_o,
    output logic [         31:0] predict_target_o,
    output logic [META_BITS-1:0] predict_meta_o
);
    localparam int unsigned BHT_ENTRIES = 1 << INDEX_BITS;
    logic   [BHT_ENTRIES-1:0] bht_table;
    logic   [ INDEX_BITS-1:0] predict_idx;
    logic   [ INDEX_BITS-1:0] update_idx;
    integer                   i;
    assign predict_idx = pc_i[INDEX_BITS+1:2];
    assign update_idx  = update_pc_i[INDEX_BITS+1:2];
    always_comb begin
        predict_taken_o  = 1'b0;
        predict_target_o = branch_target_i;
        predict_meta_o   = '0;
        if (valid_i) begin
            unique case (jump_type_i)
                2'b01:  predict_taken_o = 1'b1;
                2'b10: predict_taken_o = 1'b0;
                default: begin
                    if (is_branch_instr_i) begin
                        predict_taken_o = bht_table[predict_idx];
                    end
                end
            endcase
        end
    end
    always_ff @(posedge clk or negedge rst_n) begin
        if (!rst_n) begin
            for (i = 0; i < BHT_ENTRIES; i++) begin
                bht_table[i] <= 1'b0;
            end
        end else if (update_valid_i && update_is_branch_i) begin
            bht_table[update_idx] <= update_taken_i;
        end
    end
    logic unused_imm_bit;
    assign unused_imm_bit = imm_i[0] ^ update_meta_i[0];
endmodule
File: design/flow/run.sh
#!/bin/bash
# OpenROAD 26Q1-2900-gdf79404cd8, Yosys 0.63+post, stock flow scripts
make -C /OpenROAD-flow-scripts/flow DESIGN_CONFIG=/design/flow/config.mk WORK_HOME=/design/flow/orfs finish
File: design/flow/constraint.sdc
current_design Dynamic_1bit_Predictor

set clk_period 3.7
set clk_io_pct 0.2

create_clock -name clk0 -period $clk_period [get_ports {clk}]

set non_clock_inputs [all_inputs -no_clocks]
set_input_delay [expr $clk_period * $clk_io_pct] -clock clk0 $non_clock_inputs
set_output_delay [expr $clk_period * $clk_io_pct] -clock clk0 [all_outputs]
File: design/flow/config.mk
export PLATFORM = sky130hd
export DESIGN_NAME = Dynamic_1bit_Predictor
export DESIGN_NICKNAME = Dynamic_1bit_Predictor
export VERILOG_FILES = /design/flow/design.v
export SDC_FILE = /design/flow/constraint.sdc
export NUM_CORES = 4
export LEC_CHECK = 1
export CORE_UTILIZATION = 40
==> impl_table.tex <==
% Auto-generated results table
\begin{tabular}{lr}
\hline
Metric & Value \\
\hline
\multicolumn{2}{l}{\textbf{Synth}} \\
Part of the Yosys area used for sequential elements & between 40\% and 50\% \\
Area fraction in full adders, half adders and majority gates & 0.480\% \\
Instance count of the mapped netlist & 1223 \\
Share of the synthesized area in the top cell type & 49.1\% \\
Compound-Gate Fraction of Synth Area & 18.4\% \\
Area figure in the yosys stat output & between 0.01 and 0.015 mm\^{}2 \\
Netlist Area Pre-Place & 0.0130 mm\^{}2 \\
Total cells reported by yosys after synthesis & about 1200 \\
Warnings, synthesis & 1 \\
Synthesized area per cell & approximately 11 um\^{}2 \\
Biggest area consumer among synthesized cells & sky130\_fd\_sc\_hd\_\_dfrtp\_1 \\
Most popular library cell in the synthesized design by count & sky130\_fd\_sc\_hd\_\_o21ai\_0 \\
Dominant flop cell & sky130\_fd\_sc\_hd\_\_dfrtp\_1 \\
Xor/xnor share & less than 1\% \\
Simple share & 8.45\% \\
Number of register bits inferred by synthesis & 256 \\
Number of flops mapped to enable cells by yosys & 0 \\
Count of distinct cell types in the synthesized netlist & 61 \\
Proportion of register bits with asynchronous set or reset after synthesis & 100\% \\
Most common library cells after synthesis & sky130\_fd\_sc\_hd\_\_o21ai\_0 (366), sky130\_fd\_sc\_hd\_\_dfrtp\_1 (256), sky130\_fd\_sc\_hd\_\_nand2\_1 (103), sky130\_fd\_sc\_hd\_\_mux2\_2 (57) \\
Post-synthesis mux area share & 17.0\% \\
Main kind of combinational logic by area & AND-OR/OR-AND gates \\
Largest cells by area after synthesis & sky130\_fd\_sc\_hd\_\_dfrtp\_1 (49\%), sky130\_fd\_sc\_hd\_\_o21ai\_0 (14\%), sky130\_fd\_sc\_hd\_\_mux4\_2 (7.8\%), sky130\_fd\_sc\_hd\_\_mux2\_2 (4.9\%), sky130\_fd\_sc\_hd\_\_mux2i\_1 (3.7\%) \\
\multicolumn{2}{l}{\textbf{Floorplan}} \\
Floorplan die width & 183 um \\
Ports & around 190 \\
Std-Cell Core Area & $\sim$0.032 mm\^{}2 \\
Die height & 183 um \\
Die Area & 0.0333 mm\^{}2 \\
Rows & 65 \\
Fraction of the core area occupied by cells at floorplan & 41.0\% \\
\multicolumn{2}{l}{\textbf{Detailed routing}} \\
Wire per inst & 21.5 um \\
Routed Antenna Nets & 0 \\
N\_diodes & 0 \\
Iter 0 DRT Violations & about 800 \\
Routed vias & 9883 \\
Initial DRT Pass Iterations & 6 \\
Count of unresolved DRC violations after routing & 0 \\
Post-Route WL & 37.2 mm \\
Vias per inst & 5.72 \\
\multicolumn{2}{l}{\textbf{Final timing}} \\
Tightest Pin Transition & 0.745 ns \\
Sum of negative setup slack & -0.0340 ns \\
Max\_slew headroom & 50.3\% \\
Timing-limited maximum frequency & 268 MHz \\
RSZ-0062 raised after global routing & true \\
Clock Skews & 0 ns \\
Hold Vio Cnt, Final & 0 \\
Final slew viol count & 0 \\
Crit path setup slack, layout & -0.0340 ns \\
Cycle use final & 101\% \\
Post-layout min period & between 3 and 4 ns \\
Total of endpoints with negative setup slack in the final report & 1 \\
\multicolumn{2}{l}{\textbf{CTS}} \\
CTS tree & built \\
Clock buffer count from CTS & 29 \\
Quantity of hold-fixing buffers added after cts & 0 \\
Clock input transition at the sequential cells of the worst setup and hold paths & 0.06 ns \\
Deepest clock path buffer count & 3 \\
Cell chosen for the clock root & sky130\_fd\_sc\_hd\_\_clkbuf\_16 \\
Latency at later pin & approximately 0.55 ns \\
Total number of clock tree sinks & around 260 \\
Clock H-tree levels & 1 \\
\multicolumn{2}{l}{\textbf{Critical path}} \\
Critical path, cell by cell & buf\_12, buf\_12, mux4\_2, mux4\_2, or4\_4, o41ai\_2, nor4\_2, a32o\_1, buf\_2 \\
Maximum fanout along the worst path & 8 \\
Crit end category & output port \\
Kind of cell adding the most delay to the critical path & multiplexers \\
Setup Crit Path Kind & primary input to output port \\
Slowest-stage cell, CP & sky130\_fd\_sc\_hd\_\_mux4\_2 \\
Type of element launching the critical path & primary input \\
WP data required & 2.96 ns \\
Launching element of the worst setup path & pc\_i[2] \\
Arrival time worst endpoint & $\sim$3 ns \\
Crit path buf inv count & 3 \\
Maximum cell stage delay along the critical path & 0.54 ns \\
Worst R2R Setup Slack & 2.91 ns \\
Source of the worst register-to-register timing path & bht\_table[248] \\
\multicolumn{2}{l}{\textbf{Global route}} \\
Pin count of the biggest net entering global routing & 75 \\
Number of global-route vias before repair & 9832 \\
Wire length of the first global-routing pass & 57.8 mm \\
Overall global routing resource usage & between 20\% and 30\% \\
Total grt overflow & 0 \\
Number of antenna violations at the first check in global routing & 0 \\
\multicolumn{2}{l}{\textbf{Placed design}} \\
Number of placed cells counting well taps & 1663 \\
Count of input and output buffers & 25 \\
Placer's final routability congestion estimate & 0.981 \\
HPWL after detailed placement & 24.9 mm \\
\multicolumn{2}{l}{\textbf{Status}} \\
Outcome & complete, but fails checks \\
Failing checks & setup timing \\
\multicolumn{2}{l}{\textbf{Finish}} \\
Logic area & 0.00599 mm\^{}2 \\
Flip-flop count of the largest register, all copies and words added & around 260 \\
Share of post-route cells with drive strength above 1 & 24.2\% \\
Largest registers in the final layout & bht\_table: 256 flops \\
Register with the highest flop count & bht\_table \\
Fill cells & approximately 2800 \\
Number of cells in the finished layout apart from fillers & $\sim$1700 \\
Area growth from synthesis to layout & 17.0\% \\
Area taken by flip-flops and latches & 0.00641 mm\^{}2 \\
\multicolumn{2}{l}{\textbf{Pwr}} \\
Leakage component of the power & about 0.0065 uW \\
IR drop worst, VDD & roughly 0.00037 V \\
P per Cell Area & 426 mW/mm\^{}2 \\
\multicolumn{2}{l}{\textbf{Flow run}} \\
OpenROAD warning count & 118 \\
MaxCap Viol Count & 0 \\
\multicolumn{2}{l}{\textbf{Worst hold path}} \\
Worst hold-check path type & primary input to asynchronous set/reset pin \\
\hline
\end{tabular}
-- stage by stage --
step | setup WS (ns) | util, % | total power, uW | hold slack (ns) | area (um^2)
after floorplan | 0.0718 | - | 3310 | 0.444 | 13100
after global placement | -0.705 | 43.9 | 3560 | 0.469 | 14000
after detailed placement | -0.732 | 43.9 | 3570 | 0.476 | 14000
after CTS | -0.120 | 47.6 | 6520 | 0.186 | 15100
after global routing | -0.133 | 48.0 | 6720 | 0.193 | 15300
final | -0.0340 | 48.0 | 6490 | 0.163 | 15300
-- final timing paths --
kind,to,cells past startpoint
worst min register to register,bht_table[240],1
worst min-delay path,bht_table[246],1
worst max register to register,bht_table[248],1
worst max-delay path,predict_taken_o,9
min in group clk0,bht_table[240],1
max in group asynchronous,bht_table[199],2
-- area by class of cell --
class / instances / share of cell area (%)
multi-input cells: 837 / 39.2
clock buffers: 45 / 5.87
inverters: 7 / 0.172
flip-flops and latches: 256 / 42.0
well taps: 435 / 3.57
clock inverters: 9 / 0.673
repair buffers: 140 / 8.48
-- layer usage --
metal	vias to the layer above	global-route usage [%]	wire length, um
met2	354	34.6	16500
met3	61	7.79	3490
met5	-	0	0
met1	4915	36.6	16300
li1	4553	-	-
met4	0	5.78	973
-- power breakdown --
| group | switching (uW) | internal, uW | leakage [uW] |
|---|---|---|---|
| clock network | 1140 | 1790 | 0.000499 |
| logic | 377 | 254 | 0.00248 |
| registers | 42.1 | 2890 | 0.00356 |
| total | 1550 | 4940 | 0.00654 |
-- cell families (layout without fill, tap and decap cells) --
kind of cell	after synthesis	count (layout)
other	1	8
buffers and inverters	137	201
xor gates and xnor gates	6	6
DFF	256	256
muxes	157	157
and+or+nand+nor	212	212
AOI/OAI and AO/OA	449	449
adders and majority gates	5	5
-- what timing repair did --
item,in CTS,in global routing
cloned,1,2
endpoints found under the setup margin,1,1
hold endpoints to repair,0,0
setup buffers,9,1
pin swaps,9,5
resized,25,17
-- cells in the final DEF, fill, tap and decap left out, types with 17 or more instances in the layout --
cell type and count:
sky130_fd_sc_hd__buf_4 100, sky130_fd_sc_hd__nor2_1 31, sky130_fd_sc_hd__mux2i_1 47, sky130_fd_sc_hd__nand2_1 103, sky130_fd_sc_hd__mux4_2 45, sky130_fd_sc_hd__clkbuf_16 31, sky130_fd_sc_hd__clkdlybuf4s50_1 17, sky130_fd_sc_hd__mux2_2 57
sky130_fd_sc_hd__o21ai_1 27, sky130_fd_sc_hd__dfrtp_1 256, sky130_fd_sc_hd__o21ai_0 363
Power figures rest on the tool's default switching activity, not on a simulated workload.
