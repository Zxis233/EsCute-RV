==> design.v <==
    typedef enum logic [6:0] {
        OPCODE_RTYPE = 7'b0110011,
        OPCODE_ITYPE = 7'b0010011,
        OPCODE_BTYPE = 7'b1100011,
        OPCODE_JAL   = 7'b1101111,
        OPCODE_JALR  = 7'b1100111,
        OPCODE_STYPE = 7'b0100011,
        OPCODE_AUIPC = 7'b0010111,
        OPCODE_LUI   = 7'b0110111,
        OPCODE_LTYPE = 7'b0000011,
        OPCODE_ZICSR = 7'b1110011,
        OPCODE_FENCE = 7'b0001111,
        OPCODE_ZERO  = 7'b0000000
    } opcode_e;
    typedef enum logic [1:0] {
        NONE         = 0,
        STATIC       = 1,
        DYNAMIC_1bit = 2,
        GSHARE       = 3
    } bpu_type_e;
module Dynamic_Gshare_Predictor #(
    parameter int unsigned INDEX_BITS = 8,
    parameter int unsigned META_BITS  = 2
) (
    input  logic                 clk,
    input  logic                 rst_n,
    input  logic                 valid_i,
    input  logic [         31:0] pc_i,
    input  logic                 is_branch_instr_i,
    input  logic [          1:0] jump_type_i,
    input  logic [         31:0] imm_i,
    input  logic [         31:0] branch_target_i,
    input  logic                 update_valid_i,
    input  logic [         31:0] update_pc_i,
    input  logic                 update_is_branch_i,
    input  logic                 update_taken_i,
    input  logic [META_BITS-1:0] update_meta_i,
    output logic                 predict_taken_o,
    output logic [         31:0] predict_target_o,
    output logic [META_BITS-1:0] predict_meta_o
);
    localparam int unsigned PHT_ENTRIES = 1 << INDEX_BITS;
    localparam int unsigned HASH_BITS = (INDEX_BITS < META_BITS) ? INDEX_BITS : META_BITS;
    logic   [           1:0] pht_table   [0:PHT_ENTRIES-1];
    logic   [ META_BITS-1:0] ghr_q;
    logic   [INDEX_BITS-1:0] predict_idx;
    logic   [INDEX_BITS-1:0] update_idx;
    integer                  i;
    function automatic logic [INDEX_BITS-1:0] gshare_index(input logic [31:0] pc,
                                                           input logic [META_BITS-1:0] history);
        logic [INDEX_BITS-1:0] pc_idx;
        logic [INDEX_BITS-1:0] history_folded;
        begin
            pc_idx         = pc[INDEX_BITS+1:2];
            history_folded = '0;
            if (HASH_BITS > 0) begin
                history_folded[HASH_BITS-1:0] = history[HASH_BITS-1:0];
            end
            gshare_index = pc_idx ^ history_folded;
        end
    endfunction
    function automatic logic [1:0] next_counter(input logic [1:0] counter, input logic taken);
        begin
            if (taken) begin
                if (counter != 2'b11) begin
                    next_counter = counter + 2'b01;
                end else begin
                    next_counter = counter;
                end
            end else if (counter != 2'b00) begin
                next_counter = counter - 2'b01;
            end else begin
                next_counter = counter;
            end
        end
    endfunction
    assign predict_idx    = gshare_index(pc_i, ghr_q);
    assign update_idx     = gshare_index(update_pc_i, update_meta_i);
    assign predict_meta_o = ghr_q;
    always_comb begin
        predict_taken_o  = 1'b0;
        predict_target_o = branch_target_i;
        if (valid_i) begin
            unique case (jump_type_i)
                2'b01:  predict_taken_o = 1'b1;
                2'b10: predict_taken_o = 1'b0;
                default: begin
                    if (is_branch_instr_i) begin
                        predict_taken_o = pht_table[predict_idx][1];
                    end
                end
            endcase
        end
    end
    always_ff @(posedge clk or negedge rst_n) begin
        if (!rst_n) begin
            ghr_q <= '0;
            for (i = 0; i < PHT_ENTRIES; i++) begin
                pht_table[i] = 2'b01;
            end
        end else if (update_valid_i && update_is_branch_i) begin
            pht_table[update_idx] <= next_counter(pht_table[update_idx], update_taken_i);
            ghr_q                 <= {ghr_q[META_BITS-2:0], update_taken_i};
        end
    end
    logic unused_imm_bit;
    assign unused_imm_bit = imm_i[0];
endmodule
==> run.sh <==
#!/bin/bash
# OpenROAD 26Q1-2900-gdf79404cd8, Yosys 0.63+post, stock flow scripts
make -C /OpenROAD-flow-scripts/flow DESIGN_CONFIG=/design/flow/config.mk WORK_HOME=/design/flow/orfs finish
==> config.mk <==
export PLATFORM = sky130hd
export DESIGN_NAME = Dynamic_Gshare_Predictor
export DESIGN_NICKNAME = Dynamic_Gshare_Predictor
export VERILOG_FILES = /design/flow/design.v
export SDC_FILE = /design/flow/constraint.sdc
export NUM_CORES = 4
export LEC_CHECK = 1
export CORE_UTILIZATION = 30
==> constraint.sdc <==
current_design Dynamic_Gshare_Predictor

set clk_period 9.4
set clk_io_pct 0.2

create_clock -name clk0 -period $clk_period [get_ports {clk}]

set non_clock_inputs [all_inputs -no_clocks]
set_input_delay [expr $clk_period * $clk_io_pct] -clock clk0 $non_clock_inputs
set_output_delay [expr $clk_period * $clk_io_pct] -clock clk0 [all_outputs]
==> flow_metrics.tcl <==
# metrics dict for downstream scripts
set metrics [dict create \
    finalPower_mw 5.68 \
    fillers 10200 \
    post_synth_num_cell_types 88 \
    critPathRequiredTime_ns 7.52 \
    setup_viol 0 \
    outcome "finished, final reports clean" \
    seq_area_um2 13200 \
    power_density_nw_per_um2 164 \
    numPortBuffers 29 \
    pre_cts_ws_ns 1.03 \
    vias_per_cell 6.48 \
    tightest_slew_ns 1.34 \
    drt-met1-wl_um 75300 \
    crit_start "pc_i[2]" \
    post-place-cells 4747 \
    cp_max_fo 13 \
    fp_util 0.303 \
    ys_area_um2 30300 \
    final-hold-violation-count 0 \
    syn_area_um2 30300 \
    fin_cells 4872 \
    largest_area_cell "dfstp_2" \
    grt_pass1_wl_um 264000 \
    ys_seq_frac 0.435 \
    coreArea_um2 100000 \
    post-cts-setup-buffers 0 \
    hp-class "reg2reg" \
    max_freq_mhz 114 \
    placedInstanceArea_um2 32600 \
    met3_length_um 26200 \
    chip_area_um2 102000 \
    syn2layout_area_growth_pct 14.3 \
    avgSynthCellArea_um2 8.55 \
    leakage_nw 12.2 \
    top_layer_used "met5" \
    finalCritPeriodShare 0.931 \
    grt_max_degree 117 \
    hpwl_um 143000 \
    reg2regPathDepth 11 \
    ctsResizeCount 0 \
    fin_crit_ns 8.75 \
    vias 31600 \
    top_cell_area_share 0.222 \
    critPathKind "in2out" \
    wl_met2_um 77400 \
    synthTopCellsByArea "dfstp_2 (22%), dfrtp_1 (21%), nand2_1 (11%)" \
    crit_path_end "predict_taken_o" \
    timing.rr.end "pht_table[194][0]" \
    h-tree-depth 2 \
    rsz0062_at_grt "false" \
    drive_gt1_frac 0.229 \
    cp.arrival_ns 6.87 \
    r2r_slack_ns 4.48 \
    wl_per_cell_um 40.1 \
    antenna_found_initial 13 \
    grt-ovfl-total 0 \
    cts.clk_slew.worst_paths_ns 0.06 \
    drt_wl_total_um 195000 \
    dominantRegCellSynth "dfrtp_1" \
    synth_warnings 2 \
    cts_buffers 61 \
    skew_ns 0.0312 \
    start_kind "input port" \
    root_buffer "clkbuf_16" \
    drt_iter0_drc 3747 \
    synth-edff-count 0 \
    pin_count 174 \
    r2r_start "pht_table[245][0]" \
    ant_nets 0 \
    tns_ns 0 \
    synth_stat.cells 3548 \
    routabilityCongestion 1.14 \
    synth_flops 514 \
    finalMaxSlewViolations 0 \
    grt_pass1_vias 29700 \
    setup_ws_ns 0.646 \
    worst_setup_path_end_kind "primary output" \
    synth_cells 3548 \
    drc 0 \
    warning_count 114 \
    layout.area.comb_um2 15700 \
    final_area_um2 34700 \
    ctsHoldBuffers 0 \
    postSynth.asyncResetShare 1.00 \
    cap_violations 0 \
    track_usage 0.392 \
    drtPass1Iterations 8 \
    cts_tree "done" \
    cts.sinks 514 \
    cts_max_path_buffers 3 \
    irDropWorstVdd_uv 132 \
    maxSlewHeadroom 0.0992 \
    worstSkewPairLatency_ns 0.70 \
    rows 116 \
    dieWidth_um 320 \
    die_h_um 320 \
]
==> worst max-delay path, stage by stage <==
cell,delay (ns)
clkdlybuf4s50_1,0.53
xnor2_2,0.73
nor3_2,0.10
buf_4,0.28
a22oi_1,0.51
o22ai_1,0.18
nor4_1,1.03
nand4_1,0.35
nor4_1,0.58
nand4b_1,0.19
a21boi_0,0.08
clkdlybuf4s50_1,0.40
==> power by group <==
| group | leakage [nW] | total, mW | internal (mW) | switching, mW |
|---|---|---|---|---|
| logic | 4.93 | 0.865 | 0.193 | 0.672 |
| clock network | 1.00 | 2.47 | 1.43 | 1.04 |
| registers | 6.24 | 2.35 | 2.29 | 0.0575 |
==> logic make-up after synthesis <==
logic type,count (synthesis),synth area share
AND/OR/NAND/NOR,1467,0.223
multiplexers,38,0.0132
XOR/XNOR,15,0.00507
flip-flops,514,0.435
buffers and inverters,345,0.0620
adder cells (fa/ha/maj),2,0.000784
AND-OR/OR-AND,1167,0.261
==> cell usage in the layout (no fill, tap or decap), types with 20 or more instances in the layout <==
cell type and count:
a32oi_1 32, nand4_1 48, o21ai_1 215, a22o_1 36, nand3_1 126, dfrtp_1 258
o21ai_2 160, buf_12 20, nor3_2 30, o22ai_1 75, and3_1 35, a22oi_1 155
a222oi_1 21, buf_4 183, nand2_1 895, dfstp_2 256, nor3_1 45, clkbuf_16 61
a31oi_1 22, nor4_1 49, mux2i_1 23, nor2_1 80, a21oi_1 92, o21ai_0 199
==> per-stage QoR <==
step	hold WS, ns	utilization
after global placement	0.459	0.325
final	0.469	0.346
after detailed placement	0.461	0.325
after CTS	0.470	0.346
after global routing	0.480	0.346
after floorplan	0.444	-
==> worst min-delay path by stage <==
stage,depth (start not counted),end,startpoint
CTS,2,pht_table[195][0],pht_table[195][0]
global route,2,pht_table[229][0],pht_table[229][0]
finish,2,pht_table[195][0],pht_table[195][0]
==> Yosys cell counts, types with 13 or more instances <==
| cell | instances |
|---|---|
| dfrtp_1 | 258 |
| nor4bb_1 | 15 |
| a21oi_1 | 92 |
| a222oi_1 | 21 |
| nor2_1 | 83 |
| nand2_1 | 895 |
| and3_1 | 35 |
| nand4_1 | 48 |
| buf_4 | 64 |
| a32o_1 | 19 |
| clkbuf_1 | 181 |
| buf_1 | 13 |
| a22oi_1 | 155 |
| buf_2 | 38 |
| nand3_1 | 126 |
| o22ai_1 | 75 |
| o32ai_1 | 17 |
| nor2b_1 | 20 |
| buf_8 | 15 |
| inv_1 | 15 |
| mux2_2 | 14 |
| nor3_1 | 76 |
| a22o_1 | 36 |
| nand2b_1 | 19 |
| a32oi_1 | 32 |
| o21ai_1 | 216 |
| o21ai_0 | 199 |
| a31oi_1 | 22 |
| nor4_1 | 50 |
| mux2i_1 | 23 |
| o21ai_2 | 160 |
| dfstp_2 | 256 |
| buf_6 | 17 |
| a221oi_1 | 17 |
==> flip-flops by register name (all words and copies together), names as in the netlist <==
name       cells
ghr_q          2
pht_table    512
==> metal layers <==
metal  GRT usage  vias to the layer above
met5      0.0255                        -
met4       0.247                       20
met3       0.186                      658
met2       0.517                     2219
met1       0.516                    15600
li1            -                    13100
==> layout make-up <==
type	count	area share
flip-flops and latches	514	0.380
multi-input cells	2689	0.453
clock buffers	87	0.0489
well taps	1298	0.0468
inverters	17	0.00184
diodes	9	0.000650
clock inverters	29	0.0104
repair buffers	229	0.0580
Power and IR drop assume default switching activity.
